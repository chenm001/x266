[./constraint.sdc]
current_design RAM_Nx1

set clk_period 4.8
set clk_io_pct 0.2

create_clock -name clk0 -period $clk_period [get_ports {clkA}]
create_clock -name clk1 -period $clk_period [get_ports {clkB}]

set non_clock_inputs [all_inputs -no_clocks]
set_input_delay [expr $clk_period * $clk_io_pct] -clock clk0 $non_clock_inputs
set_output_delay [expr $clk_period * $clk_io_pct] -clock clk0 [all_outputs]
[./run.sh]
#!/bin/bash
# OpenROAD 26Q1-2900-gdf79404cd8, Yosys 0.63+post, stock flow scripts
make -C /OpenROAD-flow-scripts/flow DESIGN_CONFIG=/design/flow/config.mk WORK_HOME=/design/flow/orfs finish
[./design.v]
module RAM_Nx1(clkA, clkB, weA, reB, addrA, addrB, diA, doB);
  parameter WIDTHA      = 72;
  parameter SIZEA       = 512;
  parameter ADDRWIDTHA  = 9;
  parameter WIDTHB      = 18;
  parameter SIZEB       = 2048;
  parameter ADDRWIDTHB  = 11;
  input                         clkA;
  input                         clkB;
  input                         weA;
  input                         reB;
  input       [ADDRWIDTHA-1:0]  addrA;
  input       [ADDRWIDTHB-1:0]  addrB;
  input       [WIDTHA-1:0]      diA;
  output reg  [WIDTHB-1:0]      doB;
  reg [WIDTHA-1:0] mux;
  reg [WIDTHA-1:0] RAM [SIZEA-1:0]   ;
  always @(posedge clkA)
  begin
    if(weA)
      RAM[addrA] <= diA;
  end
  always @(posedge clkB)
  begin
    mux = RAM[addrB[ADDRWIDTHB-1:1]];
    if(reB)
    begin
      if (addrB[0])
        doB <= mux[WIDTHA-1:WIDTHB];
      else
        doB <= mux[WIDTHB-1:0];
    end
  end
endmodule
[./config.mk]
export PLATFORM = sky130hd
export DESIGN_NAME = RAM_Nx1
export DESIGN_NICKNAME = RAM_Nx1
export VERILOG_FILES = /design/flow/design.v
export SDC_FILE = /design/flow/constraint.sdc
export NUM_CORES = 4
export LEC_CHECK = 1
export CORE_UTILIZATION = 50
export SYNTH_MEMORY_MAX_BITS = 65536
==> out/qor.yml <==
floorplan:
  initCoreUtil: 0.501
  die-height_um: 1190
  die.size.x_um: 1190
  dieArea_mm2: 1.42
  coreArea_mm2: 1.42
  rows: 437
  io_pins: 114
layout:
  fin_util: 0.587
  final_common_cell: "edfxtp_1"
  area_growth_pct: 17.1
  layout-drive-gt1-share: 0.311
  design_area_mm2: 0.831
  instances_no_fill: 56200
  final_cell_mix: "edfxtp_1, mux4_2, buf_4, clkbuf_16, mux2i_1"
sta:
  rsz0062_at_grt: "true"
  slew_headroom: 0.0619
  final-max-slew-violation-count: 0
  setup_viol: 9
  worstMarginPinSlew_ps: 1400
  hold_ws_ps: 27.4
  setup_ws_ps: -217
  final-hold-violation-count: 0
clocking:
  cts.clk_slew.worst_paths_ps: 100
  clock_sinks: 18500
  cts_tree: "built"
power_and_ir_drop:
  internal_power_uw: 266000
  power_frac_seq: 0.522
  powerDensity_mw_per_mm2: 409
  sw_frac_of_total: 0.218
  pwr-share-clk: 0.415
  vdd_drop_max_v: 0.000380
  p_leak_uw: 0.265
  pwr-share-comb: 0.063
  p_sw_uw: 74200
grt:
  grt-ovfl-total: 0
  grt_pass1_vias: 390000
  grt_pass1_wl_um: 3160000
  grt_antenna_before_repair: 208
  grt.total_usage: 0.375
  grt_max_degree: 127
synth:
  edf_count: 18500
  yosysChipArea_mm2: 0.709
  synth_cell_types: 98
  yosys_warnings: 1
  syn_area_per_cell_um2: 22.5
  ys_seq_elements: 18500
  ys_seq_frac: 0.781
  ys_async_sr_fraction: 0
  syn_inst: 31500
  yosys_cells: 31500
  flop_cell: "edfxtp_1"
  syn_area_mm2: 0.709
flow_run:
  cap_violations: 0
  warnings: 147
route:
  drc: 0
  num_vias: 358000
  avgRoutedWirePerCell_um: 41.6
  via_per_inst: 6.37
  routed_wl_um: 2330000
  first_iter_violations: 26200
  ant_nets: 0
  first_pass_iters: 6
critical_path:
  crit_type: "input port to register"
  cp.required_ps: 4990
  cp-start-kind: "input port"
  worst_setup_path_end_kind: "register"
  critPathMaxFanout: 20
  worstPathArrival_ps: 5210
placed_design:
  dp_cells: 52400
  placement.io_buffers: 75
  placed_cell_area_mm2: 0.770
  hpwl_um: 1470000
  gp_congestion: 0.954
run_status:
  status: "finished, violations left"
  violations: "setup timing"
hold_path:
  hold_class: "input port to register"
## kinds of logic (layout without fill, tap and decap cells)
logic type / after synthesis / count (layout) / synth area share
flops: 18500 / 18500 / 0.781
mux: 6010 / 6010 / 0.158
compound gates: 2821 / 2821 / 0.0276
simple gates: 2321 / 2321 / 0.0146
buf+inv: 1852 / 7360 / 0.0186
other cells: 0 / 314 / 0
## state kept, by name, indices dropped and copies added, names as in the netlist
register / cells
RAM: 18432
doB: 18
## layout make-up
class,count,area [um2]
diodes,314,786
clock buffers,2304,49500
clock inverters,1099,9040
fillers,97800,584000
inverters,9,73.8
multi-input cells,11200,148000
flip-flops and latches,18500,554000
well taps,18900,23600
repair buffers,3948,45400
## synthesized netlist by cell type (56+ instances only)
cell / number / area share
edfxtp_1: 18500 / 0.78
mux4_2: 4077 / 0.13
mux2i_1: 1810 / 0.026
nand2_1: 789 / 0.0042
nor2_1: 749 / 0.0040
o22ai_1: 563 / 0.0050
a21oi_1: 522 / 0.0037
clkbuf_1: 505 / 0.0027
o221ai_1: 488 / 0.0060
buf_2: 459 / 0.0032
buf_6: 285 / 0.0045
a22oi_1: 280 / 0.0030
buf_4: 264 / 0.0028
o21ai_0: 264 / 0.0019
nand3_1: 204 / 0.0014
nor3_1: 197 / 0.0014
buf_1: 133 / 0.00070
buf_8: 115 / 0.0024
a31oi_1: 110 / 0.00097
a211oi_1: 82 / 0.00087
mux2_2: 81 / 0.0013
buf_12: 75 / 0.0021
a221oi_1: 74 / 0.00091
nor4_1: 65 / 0.00057
nand4_1: 56 / 0.00049
## layer usage
layer  routed length [um]  GRT usage
met5                20500      0.115
met1               594000      0.389
met4               139000      0.163
met3               578000      0.393
met2              1000000      0.476
## metrics by stage
stage | worst slack, ps | setup TNS, ps | total power [uW]
2_1_floorplan | 1020 | 0 | 189000
3_3_place_gp | -1600 | -17950 | 201000
3_5_place_dp | -1250 | -15460 | 202000
4_1_cts | -20.8 | -20.8 | 341000
5_1_grt | -9.78 | -9.78 | 348000
6_report | -217 | -787 | 340000
## power groups by stage
| stage | clock network [uW] | logic [uW] | registers (uW) |
|---|---|---|---|
| 4_1_cts | 142000 | 20800 | 178000 |
| 5_1_grt | 148000 | 22100 | 177000 |
| 6_report | 141000 | 21300 | 178000 |
## worst paths after layout
path	slack, ps	start	to	depth (start not counted)
max	-220	addrB[6]	doB[9]$_DFFE_PP_	12
min	30	diA[8]	RAM[355][8]$_DFFE_PP_	1
max reg2reg	-40	RAM[431][18]$_DFFE_PP_	doB[0]$_DFFE_PP_	8
min reg2reg	2210	RAM[226][23]$_DFFE_PP_	doB[5]$_DFFE_PP_	5
max in group clk0	1300	addrA[3]	RAM[158][35]$_DFFE_PP_	6
min in group clk1	1360	reB	doB[16]$_DFFE_PP_	2
## critical path: stages
cell and delay (ps):
buf_12 170, inv_6 510, buf_12 310, nand2_2 340, buf_12 270, o211ai_1 780, nor4_1 110, buf_4 170
a211o_1 340, buf_12 200, o41ai_4 520, a2111o_1 210
## timing repair
action / 4_1_cts / 5_1_grt
gates resized: 118 / 68
hold buffers: 10 / 0
endpoints found under the hold margin: 135 / 0
endpoints found under the setup margin: 17 / 17
setup buffers: 10 / 19
gates cloned: 2 / 5
pin swaps: 13 / 16
No activity file was given, so power comes from the tool's default toggle rates.
